--- /design/flow/design.v ---
module CarryLookaheadAdder #(
    parameter WIDTH = 4
) (
    input clk,
    input rst,
    input [WIDTH-1:0] i_add1,
    input [WIDTH-1:0] i_add2,
    output [WIDTH:0] o_result
);
  wire [WIDTH:0] w_C;
  wire [WIDTH-1:0] w_G, w_P, w_SUM;
  reg [WIDTH-1:0] r_add1[WIDTH-1:0];
  reg [WIDTH-1:0] r_add2[WIDTH-1:0];
  reg [  WIDTH:0] r_C[WIDTH-1:0];
  reg [WIDTH-1:0] r_G [WIDTH-1:0], r_P[WIDTH-1:0], r_SUM[WIDTH:0];
  genvar ii;
  generate
    for (ii = 0; ii < WIDTH; ii = ii + 1) begin
      assign w_SUM[ii] = i_add1[ii] + i_add2[ii] + w_C[ii];
    end
  endgenerate
  genvar jj;
  generate
    for (jj = 0; jj < WIDTH; jj = jj + 1) begin
      assign w_G[jj] = i_add1[jj] & i_add2[jj];
      assign w_P[jj] = i_add1[jj] | i_add2[jj];
      assign w_C[jj+1] = w_G[jj] | (w_P[jj] & w_C[jj]);
    end
  endgenerate
  integer i;
  integer j;
  always @(posedge clk, posedge rst) begin
    if (rst) begin
      for (i = 0; i < WIDTH; i = i + 1) begin
        r_G[i] <= 0;
        r_P[i] <= 0;
        r_C[i] <= 0;
        r_SUM[i] <= 0;
        r_add1[i] <= 0;
        r_add2[i] <= 0;
      end
      r_C[WIDTH] = 0;
    end  
    else begin
      r_add1[0] <= i_add1;
      r_add2[0] <= i_add2;
      r_SUM[WIDTH] <= r_SUM[WIDTH-1];
      for (j = 0; j < WIDTH; j = j + 1) begin
        r_SUM[0][j] <= r_add1[0][j] + r_add2[0][j] + r_C[0][j];
        r_G[0][j]   <= r_add1[0][j] & r_add2[0][j];
        r_P[0][j]   <= r_add1[0][j] | r_add2[0][j];
        r_C[0+1][j] = r_G[0][j] | (r_P[0][j] & r_C[0][j]);
      end
      for (i = 1; i < WIDTH; i = i + 1) begin
        r_add1[i] <= r_add1[i-1];
        r_add2[i] <= r_add2[i-1];
        for (j = 0; j < WIDTH; j = j + 1) begin
          r_SUM[i][j] <= r_add1[i][j] + r_add2[i][j] + r_C[i-1][j];
          r_G[i]   <= r_G[i-1];
          r_P[i]   <= r_P[i-1];
          r_C[i][j+1] = r_G[i][j] | (r_P[i][j] & r_C[i][j]);
        end
      end
    end
  end
  assign w_C[0]   = 1'b0;   
  assign o_result = {r_C[WIDTH-1][WIDTH], r_SUM[WIDTH]};   
endmodule   
--- /design/flow/run.sh ---
#!/bin/bash
# OpenROAD 26Q1-2900-gdf79404cd8, Yosys 0.63+post, stock flow scripts
make -C /OpenROAD-flow-scripts/flow DESIGN_CONFIG=/design/flow/config.mk WORK_HOME=/design/flow/orfs finish
--- /design/flow/config.mk ---
export PLATFORM = sky130hd
export DESIGN_NAME = CarryLookaheadAdder
export DESIGN_NICKNAME = CarryLookaheadAdder
export VERILOG_FILES = /design/flow/design.v
export SDC_FILE = /design/flow/constraint.sdc
export NUM_CORES = 4
export LEC_CHECK = 1
export CORE_UTILIZATION = 30
--- /design/flow/constraint.sdc ---
current_design CarryLookaheadAdder

set clk_period 1.2
set clk_io_pct 0.2

create_clock -name clk0 -period $clk_period [get_ports {clk}]

set non_clock_inputs [all_inputs -no_clocks]
set_input_delay [expr $clk_period * $clk_io_pct] -clock clk0 $non_clock_inputs
set_output_delay [expr $clk_period * $clk_io_pct] -clock clk0 [all_outputs]
==> flow_summary.json <==
{
  "grt_pass1_vias": 772,
  "cp.depth": 1,
  "die_w_um": 81.4,
  "top_logic_kind": "XOR/XNOR gates",
  "max_stage_delay_ns": 0.36,
  "power.share.clock": 0.372,
  "top_cell": "dfrtp_1",
  "irDropWorstVdd_v": 0.000819,
  "synthDistinctLibCells": 12,
  "place_area_um2": 2150,
  "slowest_stage": "dfrtp_1",
  "rsz0062_at_grt": "false",
  "tightest_slew_ns": 0.386,
  "drt_pre_antenna_iters": 2,
  "layout_setup_ws_ns": 0.0570,
  "synth_chip_area_um2": 1890,
  "synth_cells": 90,
  "async_reset_ff_frac": 0.942,
  "status": "completed",
  "path_delay_family": "flip-flops",
  "path_buffers": 1,
  "simple_gate_area_frac": 0.0251,
  "reg2reg_depth": 3,
  "relSlewSlack": 0.743,
  "core_um2": 5990,
  "grt_pass1_wl_um": 3420,
  "grt_antenna_before_repair": 0,
  "crit_required_ns": 0.96,
  "fa_ha_area_frac": 0,
  "ys_sh_xor": 0.0324,
  "io_pins": 15,
  "finalSetupViolations": 0,
  "avgSynthCellArea_um2": 21.0,
  "use_met3": 0.0296,
  "hold_viol": 0,
  "mux_area_frac": 0,
  "layout-drive-gt1-share": 0.163,
  "grt_use_met2": 0.0958,
  "final_area_um2": 2320,
  "post_cts_buffers": 0,
  "max_freq_ghz": 0.875,
  "htree_levels": 3,
  "path_class": "flip-flop to output port",
  "cp_max_fo": 1,
  "r2r_start": "r_G[2][0]$_DFF_PP0_",
  "yosys-top-cells-count": "65 x dfrtp_1, 5 x xnor2_1, 4 x and2_1, 4 x edfxtp_1, 3 x or2_2",
  "cts_tree": "built",
  "topCellsByArea": "dfrtp_1 86%, edfxtp_1 6.4%, xnor2_1 2.3%",
  "grt_max_degree": 34,
  "dp.cells": 182,
  "top_area_frac": 0.860,
  "rows": 28,
  "route.detailed.drc": 0,
  "maxCapViolations": 0,
  "cp-startpoint": "r_C[3][4]$_DFF_PP0_",
  "cts_made_buffers": 9,
  "fin_total_pwr_mw": 4.27,
  "cts_sinks": 69,
  "edf_count": 4,
  "swShare": 0.195,
  "combPwrFrac": 0.035,
  "hold_class": "input pin to async pin",
  "ys_cells": 90,
  "slew_viol_final": 0,
  "drt_iter0_drc": 22,
  "clk_latency_ns": 0.33,
  "cts-hold-fix-buffers": 0,
  "port_buffers": 14,
  "endpoint": "o_result[4]",
  "ys_sh_aoi": 0.0165,
  "r2r_setup_slack_ns": 0.24,
  "log.warning_count": 26,
  "largest_area_cell": "dfrtp_1",
  "power_frac_seq": 0.594,
  "finalClockPeriodUsage": 0.952,
  "routed_wirelength_um": 1780,
  "ys_warn_count": 7,
  "power.density_nw_per_um2": 1840,
  "ys_ff": 69,
  "track_usage": 0.0712,
  "leakage_nw": 1.02,
  "post_drt_via_cell_ratio": 3.63,
  "reg2reg_to": "r_SUM[3][3]$_DFF_PP0_",
  "ant_nets": 0,
  "skew_ns": 0.00485,
  "p_int_mw": 3.44,
  "p_sw_mw": 0.833,
  "fin_cells": 198,
  "vias": 718,
  "wire_per_inst_um": 9.00,
  "crit_arrival_ns": 0.90,
  "syn_to_final_growth_pct": 22.8,
  "place_worst_setup_slack_ns": 0.00186,
  "cp_cell_sequence": "dlygate4sd2_1",
  "grt_overflow": 0,
  "post-route-min-period_ns": 1.14,
  "grt.busiest_layer": "met1",
  "ff_type": "dfrtp_1",
  "cts_root_buf": "clkbuf_8",
  "synth_area_um2": 1890,
  "met1_usage": 0.108,
  "cp-end-kind": "output port",
  "clk_pin_slew_worst_paths_ns": 0.06,
  "antennaDiodeCount": 0,
  "initCoreUtil": 0.316,
  "clk_path_buf_depth": 2,
  "ys_seq_frac": 0.924,
  "start_kind": "flip-flop",
  "fp.dieH_um": 81.4,
  "gp_congestion": 0.666,
  "chipArea_um2": 6620
}
-- worst min-delay path by stage --
stage     slack [ns]  from             endpoint
5_1_grt         0.32   rst  r_C[3][4]$_DFF_PP0_
4_1_cts         0.30   rst  r_C[3][4]$_DFF_PP0_
6_report        0.30   rst  r_C[3][4]$_DFF_PP0_
-- repair_timing --
item	CTS	global route
setup endpoints to repair	5	4
gates resized	5	4
cloned	0	0
-- stage by stage --
stage / setup TNS, ns / hold slack, ns / utilization
floorplan: -2.03 / 0.271 / -
global placement: 0 / 0.331 / 0.359
detailed placement: 0 / 0.335 / 0.359
CTS: 0 / 0.301 / 0.387
global route: 0 / 0.317 / 0.387
finish: 0 / 0.302 / 0.387
-- flip-flops by register name (all words and copies together) (netlist names) --
signal,cells
r_add2,16
r_C,1
r_add1,16
r_G,16
r_P,12
r_SUM,8
-- area by class of cell --
cell class,instances,area (µm²)
inverter,1,7.51
sequential,69,1750
clock inverter,1,5.00
fill,516,3670
multi-input combinational,20,140
timing repair buffer,17,161
clock buffer,15,166
tap,75,93.8
-- metal layers --
metal	vias up	wire (µm)	part of all wire
met3	6	130	0.073
li1	342	-	-
met2	19	803	0.45
met4	0	47	0.026
met1	351	801	0.45
met5	-	0	0
-- power by group through the flow --
stage         Combinational, mW  Sequential (mW)  Clock (mW)
global route              0.172             2.55        1.78
CTS                       0.150             2.54        1.64
finish                    0.148             2.54        1.59
-- cell usage in the layout (no fill, tap or decap) --
cell	n
buf_4	3
xnor2_1	5
a21o_1	1
clkinv_2	1
clkbuf_8	11
clkbuf_1	4
dfrtp_1	65
edfxtp_1	4
and2_1	4
dlygate4sd2_1	1
clkinvlp_4	1
xor2_1	2
clkdlybuf4s50_1	9
nand2_1	1
clkdlybuf4s15_1	4
o21ai_0	1
a21oi_1	2
or2_2	3
a21oi_2	1
-- worst min-delay path, stage by stage --
cell,delay [ns]
clkdlybuf4s50_1,0.44
clkinvlp_4,0.14
buf_4,0.12
-- logic make-up after synthesis --
kind of cell / after synthesis
AND-OR/OR-AND: 5
XOR/XNOR: 7
buffers and inverters: 1
flip-flops: 69
AND/OR/NAND/NOR: 8
Power and IR drop assume default switching activity.
